`./design.v`:
```
`timescale 1ns / 1ps
module Mode_Control(clk,rst_n,Torque_Dir,Speed_Dir,sv_h,LT1800_Flag,
    GT100_Flag,MainQ_BrakeMode,Clr_flag,Modechg_flag,ModeNH_Over_Flag);
input clk,rst_n,Torque_Dir,Speed_Dir,ModeNH_Over_Flag;
input [31:0]sv_h;
output LT1800_Flag,Clr_flag,GT100_Flag,Modechg_flag;
output reg [1:0]MainQ_BrakeMode;
wire Torque_Dir;     
reg Torque_Dir_r1;
reg Torque_Dir_r2;
wire Speed_Dir;      
reg Speed_Dir_r;     
reg ModeNH_Over_Flag_r;
always @ (posedge clk or negedge rst_n)
  if(!rst_n)
    begin
      Torque_Dir_r1  <= 1'b0;
      Torque_Dir_r2  <= 1'b0;
      Speed_Dir_r <= 1'b0;
      ModeNH_Over_Flag_r <= 1'b0;
    end
  else
    begin
      Torque_Dir_r1 <=Torque_Dir;
      Torque_Dir_r2 <=Torque_Dir_r1;
      Speed_Dir_r <=Speed_Dir;    
      ModeNH_Over_Flag_r <= ModeNH_Over_Flag;
  end
reg EQ0_Flag;
reg [27:0] EQ0_Cnt;
reg LT1800_Flag;      
reg [19:0] LT1800_Cnt;
reg LT950_Flag;      
reg GT100_Flag;
reg [19:0] LT950_Cnt; 
reg [19:0] GT100_Cnt; 
reg LT6250_Flag;      
reg [19:0] LT6250_Cnt; 
reg GT6400_Flag;      
reg [19:0] GT6400_Cnt; 
always @ (posedge clk or negedge rst_n)
  if(!rst_n)
    begin
    EQ0_Cnt  <= 28'd29000000;   
    end
    else if(sv_h == 32'd0) 
    begin 
    if(EQ0_Cnt < 28'd30000000)
        EQ0_Cnt <= EQ0_Cnt + 1'b1;
    else  EQ0_Cnt <= 28'd30000000; 
  end
  else
    begin 
    if(EQ0_Cnt >= 28'd1)
        EQ0_Cnt <= EQ0_Cnt - 1'b1;
    else  EQ0_Cnt <= 28'd0; 
  end
always @ (posedge clk or negedge rst_n)
  if(!rst_n)
   begin
    EQ0_Flag  <= 1'b0;
   end
 else if(EQ0_Cnt >= 28'd30000000)
    EQ0_Flag  <= 1'b1;
 else if(EQ0_Cnt <= 28'd100)
    EQ0_Flag  <= 1'b0;  
always @ (posedge clk or negedge rst_n)
  if(!rst_n)
  LT1800_Cnt  <= 20'b0;
  else if(sv_h == 32'd0)   
    begin
    if(LT1800_Cnt < 20'd310000)
      LT1800_Cnt <= LT1800_Cnt + 1'b1;
    else
      LT1800_Cnt <= 20'd310000;
  end 
  else if(sv_h < 32'd4000000)   
  LT1800_Cnt <= 0 ;
  else
    begin
      if(LT1800_Cnt < 20'd310000)   
      LT1800_Cnt <= LT1800_Cnt + 1'b1;
    else
      LT1800_Cnt <= 20'd310000;
    end 
always @ (posedge clk or negedge rst_n)
  if(!rst_n)
  LT1800_Flag  <= 1'b0;
  else if(LT1800_Cnt > 20'd300000)
  LT1800_Flag <= 1'b1 ;
  else   
  LT1800_Flag <= 1'b0 ;  
always @ (posedge clk or negedge rst_n)
  if(!rst_n)
  LT950_Cnt  <= 20'b0;
  else if(sv_h == 32'd0) 
    begin
    if(LT950_Cnt < 20'd310000)
      LT950_Cnt <= LT950_Cnt + 1'b1;
    else
      LT950_Cnt <= 20'd310000;
    end 
  else if(sv_h < 32'd7200000)   
    begin
    LT950_Cnt <= 0 ;
  end
  else
    begin
      if(LT950_Cnt < 20'd310000)      
      LT950_Cnt <= LT950_Cnt + 1'b1;
    else
      LT950_Cnt <= 20'd310000;
    end 
always @ (posedge clk or negedge rst_n)
  if(!rst_n)
  LT950_Flag  <= 1'b0;
 else if(LT950_Cnt > 20'd300000 )
    LT950_Flag <= 1'b1 ;
 else    
    LT950_Flag <= 1'b0 ;  
always @ (posedge clk or negedge rst_n)
  if(!rst_n)
  GT100_Cnt  <= 20'b0;
  else if(sv_h == 32'd0) 
  GT100_Cnt <= 0; 
  else if(sv_h < 32'd72000000)    
    begin
    if(GT100_Cnt < 20'd310000)
      GT100_Cnt <= GT100_Cnt + 1'b1 ;
    else
      GT100_Cnt <= 20'd310000 ;
  end
  else
  GT100_Cnt <= 0;
always @ (posedge clk or negedge rst_n)
  if(!rst_n)
  GT100_Flag  <= 1'b0;
  else if(GT100_Cnt > 20'd300000 )    
  GT100_Flag <= 1'b1 ;
  else   
  GT100_Flag <= 1'b0 ; 
always @ (posedge clk or negedge rst_n)
  if(!rst_n)
  LT6250_Cnt  <= 20'b0;
  else if(sv_h == 32'd0) 
    begin
    if(LT6250_Cnt < 20'd310000)
      LT6250_Cnt <= LT6250_Cnt + 1'b1;
    else
      LT6250_Cnt <= 20'd310000;
  end 
  else if(sv_h < 32'd1152000)    
  LT6250_Cnt <= 0 ;
  else
    begin
      if(LT6250_Cnt < 20'd310000)     
      LT6250_Cnt <= LT6250_Cnt + 1'b1;
    else
      LT6250_Cnt <= 20'd310000;
    end 
always @ (posedge clk or negedge rst_n)
  if(!rst_n)
  LT6250_Flag  <= 1'b0;
  else if(LT6250_Cnt > 20'd300000)
    LT6250_Flag <= 1'b1 ;
  else   
    LT6250_Flag <= 1'b0 ;  
always @ (posedge clk or negedge rst_n)
  if(!rst_n)
  GT6400_Cnt  <= 20'b0;
  else if(sv_h == 32'd0) 
  GT6400_Cnt <=0 ;
  else if(sv_h < 32'd1125000)    
  begin
    if(GT6400_Cnt < 20'd310000)    
    GT6400_Cnt <= GT6400_Cnt + 1'b1 ;
    else
      GT6400_Cnt <= 20'd310000;
  end
  else                             
  GT6400_Cnt <= 0;
always @ (posedge clk or negedge rst_n)
  if(!rst_n)
    GT6400_Flag  <= 1'b0;
  else if(GT6400_Cnt > 20'd300000)
    GT6400_Flag <= 1'b1 ;
  else   
    GT6400_Flag <= 1'b0 ;
reg anquan_Flag;
reg [1:0] anquan_state;
always @ (posedge clk or negedge rst_n)
  if(!rst_n)
    begin
      anquan_Flag  <= 1'b0;
    anquan_state <=2'b00;
    end
  else
    case(anquan_state)
    2'b00:
      begin
      anquan_Flag  <= 1'b0;
      if(GT6400_Flag)
        anquan_state <=2'b01;
      else
         anquan_state <=2'b00;  
    end
    2'b01:
      begin
    anquan_Flag  <= 1'b1;
      if(LT6250_Flag)
        anquan_state <=2'b10;
      else
          anquan_state <=2'b01; 
    end
    2'b10:    
      begin
    anquan_Flag  <= 1'b0;
    anquan_state <=2'b00;
    end
  default: 
      begin
    anquan_Flag  <= 1'b0;
    anquan_state <=2'b00;
    end
    endcase
reg [1:0] BrakeMode;
always @ (posedge clk or negedge rst_n)
  if(!rst_n)
    BrakeMode <= 2'b00;
  else 
    begin
      if(Torque_Dir_r2 == Speed_Dir_r)
        begin
          if(anquan_Flag==0)
            BrakeMode <= 2'b00;    
          else 
            BrakeMode <= 2'b11;    
        end
      else begin
        if(BrakeMode == 2'b01)     
          BrakeMode <= 2'b01;    
        else 
          begin
            if(ModeNH_Over_Flag_r == 1'b0)
              BrakeMode <= 2'b10;    
            else if(LT950_Flag == 1'b1)
              BrakeMode <= 2'b01;    
            else 
              BrakeMode <= 2'b10;    
          end
      end
    end
reg [1:0] BrakeMode_r1,BrakeMode_r2;
reg LT1800_Flag_r1,LT1800_Flag_r2;
reg Modechg_flag;
reg [1:0] Clrpulse_state;
reg Clr_flag;
reg [1:0] Clrpulse_cnt;
parameter CP_IDLE = 2'b00, CP_A = 2'b01, CP_B = 2'b10;
always @ (posedge clk or negedge rst_n)
  if(!rst_n)
    begin
    BrakeMode_r1 <=2'b0;
    BrakeMode_r2 <=2'b0;
    LT1800_Flag_r1 <=1'b0;
    LT1800_Flag_r2 <=1'b0;
  end
  else
    begin 
      BrakeMode_r1 <= BrakeMode;
    BrakeMode_r2 <= BrakeMode_r1;
    LT1800_Flag_r1 <= LT1800_Flag;
    LT1800_Flag_r2 <= LT1800_Flag_r1;
  end 
always @ (posedge clk or negedge rst_n)
  if(!rst_n)
    begin
    MainQ_BrakeMode <= 2'b11;
  end
  else 
    begin
      if(EQ0_Flag == 1'b1)
        MainQ_BrakeMode <= 2'b00;
      else 
        MainQ_BrakeMode <= BrakeMode;
    end
always @ (posedge clk or negedge rst_n)
  if(!rst_n)
    begin
    Modechg_flag <=1'b0;
  end
  else 
    begin  
      if(BrakeMode_r2 != BrakeMode)
        Modechg_flag <=1'b1;
      else if((BrakeMode ==2'b10)&&(LT1800_Flag_r2 != LT1800_Flag))
        Modechg_flag <=1'b1;
      else 
        Modechg_flag <=1'b0;
    end  
always @ (posedge clk or negedge rst_n)
  if(!rst_n)
    begin
      Clr_flag <=0;
      Clrpulse_state <= CP_IDLE;
      Clrpulse_cnt <= 2'b0;
    end
  else 
  case(Clrpulse_state)
    CP_IDLE:
      begin
        Clr_flag <=0;
      Clrpulse_cnt <= 2'b0;
      if(Modechg_flag)
        Clrpulse_state <= CP_A;
      else
          Clrpulse_state <= CP_IDLE;
      end
    CP_A: 
      begin  
      Clr_flag <= 1; 
      if(Clrpulse_cnt > 2'b10) 
        Clrpulse_state <= CP_B;
      else
        begin
          Clrpulse_state <= CP_A; 
          Clrpulse_cnt <= Clrpulse_cnt + 1'b1;
        end  
      end
    CP_B: 
      begin
        Clr_flag <= 0;  
        Clrpulse_cnt <= 2'b0;
        Clrpulse_state <= CP_IDLE; 
      end    
    default:
      begin
        Clr_flag <= 0;  
        Clrpulse_cnt <= 2'b0;
        Clrpulse_state <= CP_IDLE; 
      end      
  endcase   
endmodule
```
`./run.sh`:
```
#!/bin/bash
# OpenROAD 26Q1-2900-gdf79404cd8, Yosys 0.63+post, stock flow scripts
make -C /OpenROAD-flow-scripts/flow DESIGN_CONFIG=/design/flow/config.mk WORK_HOME=/design/flow/orfs finish
```
`./config.mk`:
```
export PLATFORM = sky130hd
export DESIGN_NAME = Mode_Control
export DESIGN_NICKNAME = Mode_Control
export VERILOG_FILES = /design/flow/design.v
export SDC_FILE = /design/flow/constraint.sdc
export NUM_CORES = 4
export LEC_CHECK = 1
export CORE_UTILIZATION = 50
```
`./constraint.sdc`:
```
current_design Mode_Control

set clk_period 6.0
set clk_io_pct 0.2

create_clock -name clk0 -period $clk_period [get_ports {clk}]

set non_clock_inputs [all_inputs -no_clocks]
set_input_delay [expr $clk_period * $clk_io_pct] -clock clk0 $non_clock_inputs
set_output_delay [expr $clk_period * $clk_io_pct] -clock clk0 [all_outputs]
```
==> results.sh <==
# source this file to load flow results
export IMPL_chipWidth_um=134
export IMPL_yosysChipArea_um2=8720
export IMPL_reg2regPathDepth=8
export IMPL_placed_cells=1156
export IMPL_worst_pin_slew_ps=899
export IMPL_clkTransAtPathRegs_ps=60
export IMPL_cap_violations=0
export IMPL_postSynthSeqShare=0.458
export IMPL_status="complete, no violations"
export IMPL_topCellsByArea="dfrtp_1 42%, xor2_1 5.0%, nor2_1 5.0%, a21oi_1 4.4%, xnor2_1 4.4%"
export IMPL_track_usage=0.229
export IMPL_num_rows=47
export IMPL_cts_root_buffer="clkbuf_16"
export IMPL_drc=0
export IMPL_holdPathStages=0
export IMPL_fin_area_um2=9870
export IMPL_antenna_cells=0
export IMPL_gr_total_overflow=0
export IMPL_finalSetupViolations=0
export IMPL_ir_drop_mv=0.200
export IMPL_numCtsBuffers=17
export IMPL_grt_pass1_vias=6500
export IMPL_ant_nets=0
export IMPL_drtIter0Drc=425
export IMPL_wl_per_cell_um=15.8
export IMPL_cts_sinks=159
export IMPL_lay_top_count="dfrtp_1"
export IMPL_grt_max_degree=68
export IMPL_synth_top_area_share=0.419
export IMPL_edf_count=0
export IMPL_p_leak_nw=3.93
export IMPL_critical_path_max_stage_delay_ps=780
export IMPL_holdBufCountCts=0
export IMPL_area_delta_synth_final_pct=13.1
export IMPL_clock_fmax_mhz=245
export IMPL_synth_avg_cell_area_um2=9.40
export IMPL_ys_warnings_count=1
export IMPL_gp_congestion=0.905
export IMPL_skew_ps=7.32
export IMPL_chipArea_um2=18000
export IMPL_layout_min_cycle_time_ps=4090
export IMPL_ys_types=75
export IMPL_tns_ps=0
export IMPL_maxSlewHeadroom=0.401
export IMPL_die_y_um=134
export IMPL_final_util=0.587
export IMPL_placed_area_um2=9260
export IMPL_fin_crit_sh=0.681
export IMPL_worst_ep_arrival_time_ps=4430
export IMPL_start_kind="input port"
export IMPL_warning_count=33
export IMPL_vias=6965
export IMPL_p_per_area_nw_per_um2=232
export IMPL_final_cell_count_no_fill=1188
export IMPL_ios=43
export IMPL_cts_resized_gates=0
export IMPL_core_um2=16800
export IMPL_hold_viol_final=0
export IMPL_min_delay_path_class="reg -> reg"
export IMPL_crit_slowest_cell="nor3b_4"
export IMPL_numPortBuffers=42
export IMPL_cts_max_path_buffers=2
export IMPL_cts_setup_buffers=0
export IMPL_antenna_found_initial=0
export IMPL_drive_gt1_frac=0.0837
export IMPL_dpl_hpwl_um=13000
export IMPL_async_reset_ff_frac=1.00
export IMPL_synthFlopType="dfrtp_1"
export IMPL_required_ps=6350
export IMPL_rsz0062_at_grt="no"
export IMPL_cts_tree="built"
export IMPL_crit_path_end_kind="flop"
export IMPL_ys_ff=159
export IMPL_syn_area_um2=8720
export IMPL_htreeDepth=4
export IMPL_ys_cells=928
export IMPL_via_per_inst=5.86
export IMPL_fp_util=0.518
export IMPL_maxSlewViolCount=0
export IMPL_synth_top_cell_by_area="dfrtp_1"
export IMPL_grt_pass1_wl_um=32100
export IMPL_worstPathMaxFanout=16
export IMPL_worstPathCellList="clkdlybuf4s50_1 > or4_1 > nor4_4 > nor3b_4 > nand2_1 > or3_1 > a32oi_1"
export IMPL_worstSkewPairLatency_ps=420
export IMPL_mostFrequentLayoutCells="146 x dfrtp_1, 115 x nor2_1, 77 x a21oi_1"
export IMPL_syn_inst=928
export IMPL_drt_first_pass_iters=6
export IMPL_routed_wl_um=18800
export IMPL_crit_type="in -> reg"
per-stage QoR:
stage	setup WS [ps]	total power, mW	hold slack (ps)
6_report	1910	2.29	352
2_1_floorplan	2900	1.14	331
3_3_place_gp	1580	1.21	333
3_5_place_dp	1540	1.21	336
5_1_grt	1610	2.38	367
4_1_cts	1960	2.32	356
area by class of cell:
class	instances	area (um2)
clock inverters	12	145
multi-input cells	690	4380
flip-flops and latches	159	4000
inverters	39	146
repair buffers	48	467
clock buffers	20	457
fillers	1405	6950
well taps	220	275
worst paths after layout:
path	from	endpoint	slack, ps
setup / recovery	sv_h[23]	EQ0_Cnt[20]$_DFF_PN1_	1910
hold / removal	Torque_Dir_r1$_DFF_PN0_	Torque_Dir_r2$_DFF_PN0_	350
setup reg to reg	EQ0_Cnt[1]$_DFF_PN0_	EQ0_Cnt[9]$_DFF_PN0_	2850
hold reg to reg	Torque_Dir_r1$_DFF_PN0_	Torque_Dir_r2$_DFF_PN0_	350
max in group asynchronous	rst_n	EQ0_Cnt[7]$_DFF_PN0_	4170
min in group asynchronous	rst_n	GT100_Cnt[3]$_DFF_PN0_	770
worst max-delay path, delay by kind of cell:
kind                   cells  cell delay, ps
AOI/OAI and AO/OA          1             150
buffers and inverters      1             490
and+or+nand+nor            5            2580
flip-flops by register name, indices dropped and copies added (netlist names), 2 cells and up:
| signal | flops |
|---|---|
| GT100_Cnt | 20 |
| BrakeMode_r2 | 2 |
| Clrpulse_cnt | 2 |
| BrakeMode_r1 | 2 |
| GT6400_Cnt | 20 |
| BrakeMode | 2 |
| Clrpulse_state | 3 |
| LT6250_Cnt | 20 |
| LT1800_Cnt | 20 |
| MainQ_BrakeMode | 2 |
| LT950_Cnt | 20 |
| anquan_state | 3 |
| EQ0_Cnt | 28 |
cells by family (layout without fill, tap and decap cells):
kind of cell,after synthesis,after routing,share of synthesized area
mux,3,3,0.00344
fa+ha+maj,15,15,0.0215
xor+xnor,94,94,0.0944
simple gates,380,380,0.227
other cells,1,5,0.000430
buf+inv,83,119,0.0412
flops,159,159,0.458
compound gates,193,193,0.154
synth_stat cells, types with 5 or more instances:
cell         n
o2111ai_1    6
nand4_1     27
inv_1       39
o221ai_1     5
a31oi_1      7
a221oi_1    15
o22a_1       5
nor2_1     115
or3_1        5
xor2_1      50
and4_1       8
nand3_1     52
o221a_2      6
and3_1      20
buf_2        7
nand2_1     66
a21oi_1     77
or4_1        5
xnor2_1     44
nor2b_1      7
nor3_1      20
o21ai_0     16
dfrtp_1    146
nand2b_1    13
ha_1        15
nor4_1      13
dfstp_2     13
clkbuf_1    30
a21o_1      12
routing by layer:
| metal | up-vias | track usage | part of all wire |
|---|---|---|---|
| li1 | 3369 | - | - |
| met1 | 3393 | 0.375 | 0.48 |
| met2 | 176 | 0.345 | 0.46 |
| met3 | 27 | 0.0359 | 0.046 |
| met4 | 0 | 0.0331 | 0.016 |
| met5 | - | 0 | 0 |
report_power, final:
group | internal, mW | switching (mW)
logic | 0.0397 | 0.0532
clock network | 0.647 | 0.458
registers | 1.08 | 0.00967
Power and IR drop assume default switching activity.
